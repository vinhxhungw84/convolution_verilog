==> design/flow/config.mk <==
export PLATFORM = sky130hd
export DESIGN_NAME = Vedic_mul_16x16
export DESIGN_NICKNAME = Vedic_mul_16x16
export VERILOG_FILES = /design/flow/design.v
export SDC_FILE = /design/flow/constraint.sdc
export NUM_CORES = 4
export LEC_CHECK = 1
export CORE_UTILIZATION = 40
==> design/flow/constraint.sdc <==
current_design Vedic_mul_16x16

set clk_period 23.9
set clk_io_pct 0.2

create_clock -name clk0 -period $clk_period

set non_clock_inputs [all_inputs -no_clocks]
set_input_delay [expr $clk_period * $clk_io_pct] -clock clk0 $non_clock_inputs
set_output_delay [expr $clk_period * $clk_io_pct] -clock clk0 [all_outputs]
==> design/flow/design.v <==
module Vedic_mul_16x16(
	input logic [15:0] a, b,
	output logic [31:0] out
	);
	wire [15:0] temp1;
	wire [15:0] temp2;
	wire [15:0] temp3;
	wire [15:0] temp4;
	wire [23:0] temp5;
	wire [15:0] temp6;
	wire [23:0] temp7;
	Vedic_mul_8x8 F0(a[7:0], b[7:0], temp1);
	assign out[7:0] = temp1[7:0];
	Vedic_mul_8x8 F1(a[15:8], b[7:0], temp2);
	Vedic_mul_8x8 F2(a[7:0], b[15:8], temp3);
	Vedic_mul_8x8 F3(a[15:8], b[15:8], temp6);
	adder_Nbit #('d16) B0({8'h00, temp1[15:8]}, temp2, temp4);
	adder_Nbit #('d24) B1({8'h00, temp3}, {temp6, 8'h00}, temp5);
	adder_Nbit #('d24) B2({8'h00, temp4}, temp5, temp7);
	assign out[31:8] = temp7;
endmodule
module Vedic_mul_2x2(
	input logic a0, a1, b0, b1,
	output logic s0, s1, s2, s3
	);
	logic c;
	assign s0 = a0 & b0;
	assign s1 = (a0 & b1) ^ (a1 & b0);
	assign c = (a0 & b1) & (a1 & b0);
	assign s2 = c ^ (a1 & b1);
	assign s3 = c & (a1 & b1);
endmodule
module Vedic_mul_4x4(
	input logic [3:0] a, b,
	output logic [7:0] out
	);
	wire w1, w2, x0, x1, x2, x3, y0, y1, y2, y3, y4, p0, p1, p2, p3, ca1, w3, w4, ca2, q0, q1, q2, q3;
	Vedic_mul_2x2 T0(a[0], a[1], b[0], b[1], out[0], out[1], w1, w2);
	Vedic_mul_2x2 T1(a[0], a[1], b[2], b[3], x0, x1, x2, x3);
	Vedic_mul_2x2 T2(a[2], a[3], b[0], b[1], y0, y1, y2, y3);
	Vedic_mul_2x2 T3(a[2], a[3], b[2], b[3], q0, q1, q2, q3);
	adder_4bit A0({x3, x2, x1, x0}, {y3, y2, y1, y0}, {p3, p2, p1, p0}, ca1);
	adder_4bit A1({2'b00, w2, w1}, {p3, p2, p1, p0}, {w4, w3, out[3], out[2]}, ca2);
	adder_4bit A2({q3, q2, q1, q0}, {ca1, 1'b0, w4, w3}, out[7:4], ca3);
endmodule
module Vedic_mul_8x8(
	input logic [7:0] a, b,
	output logic [15:0] out
	);
	wire [7:0] temp1;
	wire [7:0] temp2;
	wire [7:0] temp3;
	wire [9:0] temp4;
	wire [9:0] temp5;
	wire [7:0] temp6;
	wire [7:0] temp7;
	Vedic_mul_4x4 F0(a[3:0], b[3:0], temp1);
	assign out[3:0] = temp1[3:0];
	Vedic_mul_4x4 F1(a[7:4], b[3:0], temp2);
	Vedic_mul_4x4 F2(a[3:0], b[7:4], temp3);
	adder_Nbit #('d10) B0({2'b00, temp2}, {2'b00, temp3}, temp4);
	adder_Nbit #('d10) B1(temp4, {6'b000000, temp1[7:4]}, temp5);
	assign out[7:4] = temp5[3:0];
	Vedic_mul_4x4 F3(a[7:4], b[7:4], temp6);
	adder_Nbit #('d8) B2(temp6, {2'b00, temp5[9:4]}, temp7);
	assign out[15:8] = temp7;
endmodule
`timescale 1ns / 1ps
module adder_4bit(
	input logic [3:0] a, b,
	output logic [3:0] s,
	output logic c
	);
	logic [3:0] carry;
	full_adder FA0(a[0], b[0], 1'b0, s[0], carry[0]);
	full_adder FA1(a[1], b[1], carry[0], s[1], carry[1]);
	full_adder FA2(a[2], b[2], carry[1], s[2], carry[2]);
	full_adder FA3(a[3], b[3], carry[2], s[3], carry[3]);
	assign c = carry[3];
endmodule
`timescale 1ns / 1ps
module adder_Nbit #(parameter N = 4)(
	input logic [N-1:0] a, b,
	output logic [N-1:0] s
	);
	logic [N:0] carry;
	assign carry[0] = 0;
	generate
	genvar i;
	for (i = 0; i < N; i = i + 1) begin: for_loop
		full_adder FA(a[i], b[i], carry[i], s[i], carry[i+1]);
	end: for_loop
	endgenerate
endmodule
module full_adder(
	input logic ain, bin, cin,
	output logic sum, cout
	);
	assign sum = ain ^ bin ^ cin;
	assign cout = (ain & bin) | (ain & cin) | (bin & cin);
endmodule 
==> design/flow/run.sh <==
#!/bin/bash
# OpenROAD 26Q1-2900-gdf79404cd8, Yosys 0.63+post, stock flow scripts
make -C /OpenROAD-flow-scripts/flow DESIGN_CONFIG=/design/flow/config.mk WORK_HOME=/design/flow/orfs finish
==> impl_metrics.yaml <==
# implementation run metrics
status:
  status: "complete, no violations"
yosys:
  synth_area_sq_um: 10100
  ys_top_logic_family: "adder cells"
  synth_cells: 1041
  syn_area_per_cell_sq_um: 9.66
  ys_sh_adder_pct: 67.0
  ys_sh_simple_pct: 15.9
  ys_warn_count: 1
  ys_seq_share_pct: 0
  yosysChipArea_sq_um: 10100
  compound_area_share_pct: 0
  synth.distinct_cells: 9
  synthXorXnorAreaFrac_pct: 4.89
  ys_sh_mux_pct: 0
  yosysCellCount: 1041
power_and_ir_drop:
  cellLeakagePower_nw: 5.98
  clock_power_share_pct: 0
  power_density_nw_per_um2: 150
  internal_power_w: 0.000965
  p_switching_w: 0.000667
  peakVddDrop_mv: 0.219
  comb_power_share_pct: 100.0
  power.total_w: 0.00163
  p_sw_share_pct: 40.8
  pwr-share-seq_pct: 0
routing:
  postRouteAntennaNets: 0
  drt_iter0_drc: 87
  vias: 6255
  drt-total-wl_um: 18300
  drc: 0
  avgRoutedWirePerCell_um: 13.2
  dr.pass1.iters: 4
  diodes: 0
  vias_per_cell: 4.51
timing:
  hold_violations: 0
  drv_slew: 0
  finalSetupViolations: 0
  tns_ps: 0
  rsz0062_at_grt: "false"
  slew_headroom_pct: 55.6
  fin_crit_sh_pct: 96.1
  fmax_mhz: 43.5
  fin_crit_ps: 22980
  tightestPinTransition_ps: 664
critical_path:
  crit_type: "primary input to primary output"
  crit_path_end_kind: "primary output"
  start_kind: "primary input"
  slowest_delay_ps: 660
  worstPathRequired_ps: 19120
  worst-path-max-fanout: 16
  crit_top_cell: "fa_1"
  critPathSlowestCell: "clkdlybuf4s50_1"
  cp_data_arrival_time_ps: 18200
placed_design:
  place.gp.congestion: 0.864
  io_buffers: 64
  place_area_sq_um: 10900
  dp_hpwl_um: 15900
  placed_cells: 1387
clock_network:
  post-cts-setup-buffers: 0
  cts_resized: 0
  cts_hold_buf: 0
finish:
  finalInstanceArea_sq_um: 10900
  nClkBuffers: 0
  area_growth_pct: 8.46
  combGateArea_sq_um: 8830
  drive_gt1_share_pct: 2.07
  seqCellArea_sq_um: 0
  fill_cells: 2370
  seq_cell_count: 0
  finalNonFillerCells: 1387
global_routing:
  grt_max_degree: 17
  grt_pass1_vias: 6688
  antenna_found_initial: 0
  grt_pass1_wl_um: 32800
  grt_overflow_total: 0
  grt_usage_pct: 16.7
floorplanning:
  pin_count: 64
  die-area_sq_um: 25800
  fp.coreArea_sq_um: 24500
  initCoreUtil_pct: 41.1
  die_w_um: 161
  rows: 57
  dieHeight_um: 161
hold_path:
  hold_path_startpoint: "b[0]"
  hold_end: "out[0]"
  hold_path_class: "primary input to primary output"
  holdPathStages: 3
run:
  log.warning_count: 32
  maxCapViolCount: 0
## worst max-delay path, delay by kind of cell
| family | cells | cell delay, ps |
|---|---|---|
| AND/OR/NAND/NOR | 1 | 270 |
| adder cells (fa/ha/maj) | 34 | 11140 |
| XOR/XNOR | 3 | 710 |
| buffers and inverters | 6 | 1310 |
## layout make-up
type,instances,share of cell area [%]
inverters,231,7.95
multi-input cells,746,80.9
well taps,324,3.72
repair buffers,86,7.39
## per-layer routing
layer  wire length, um  share of wire (%)  vias to the layer above  global-route usage, %
met2              8740                 48                       96                   26.9
met5                 0                  0                        -                      0
met4                24               0.13                        0                  0.216
met3              1040                5.7                        2                   4.11
met1              8550                 47                     3009                   25.1
li1                  -                  -                     3148                      -
## cells in the final DEF (no fill, tap or decap)
master             n
ha_1             268
inv_1            231
buf_4             22
xnor3_1            2
and2_1           256
clkdlybuf4s50_1   64
fa_1             169
xnor2_1           39
xor2_1            12
## worst max-delay path by stage
stage | from | endpoint | slack, ps | cells past startpoint
after global routing | b[1] | out[31] | 280 | 44
after CTS | a[0] | out[31] | 800 | 44
final | a[0] | out[31] | 920 | 44
## Yosys cell counts (all sizes together)
cell / n / area, sq um
clkbuf: 32 / 120
ha: 268 / 3350
and2: 256 / 1600
xnor2: 39 / 342
inv: 231 / 867
xor2: 12 / 105
xnor3: 2 / 45.0
buf: 32 / 240
fa: 169 / 3380
## kinds of logic after synthesis
logic type / count (synthesis)
XOR/XNOR: 53
AND/OR/NAND/NOR: 256
adder cells (fa/ha/maj): 437
buffers and inverters: 295
## power groups by stage
| stage | Combinational (W) | Clock (W) | Sequential, W |
|---|---|---|---|
| CTS | 0.00174 | 0 | 0 |
| global route | 0.00190 | 0 | 0 |
| finish | 0.00163 | 0 | 0 |
## through the flow
stage	hold slack, ps	util, %	worst slack [ps]
6_report	10830	44.6	924
5_1_grt	10920	44.6	277
4_1_cts	10820	44.6	798
3_5_place_dp	10820	44.6	774
3_3_place_gp	10790	44.6	895
2_1_floorplan	9850	-	2140
Power figures rest on the tool's default switching activity, not on a simulated workload.
