[design/flow/config.mk]
export PLATFORM = sky130hd
export DESIGN_NAME = Vedic_mul
export DESIGN_NICKNAME = Vedic_mul
export VERILOG_FILES = /design/flow/design.v
export SDC_FILE = /design/flow/constraint.sdc
export NUM_CORES = 4
export LEC_CHECK = 1
export CORE_UTILIZATION = 30
[design/flow/constraint.sdc]
current_design Vedic_mul

set clk_period 10.2
set clk_io_pct 0.2

create_clock -name clk0 -period $clk_period

set non_clock_inputs [all_inputs -no_clocks]
set_input_delay [expr $clk_period * $clk_io_pct] -clock clk0 $non_clock_inputs
set_output_delay [expr $clk_period * $clk_io_pct] -clock clk0 [all_outputs]
[design/flow/design.v]
module Vedic_mul(
	input logic [7:0] a, b,
	output logic [15:0] out
	);
	Vedic_mul_8x8 R0(a, b, out);
endmodule
module Vedic_mul_2x2(
	input logic a0, a1, b0, b1,
	output logic s0, s1, s2, s3
	);
	logic c;
	assign s0 = a0 & b0;
	assign s1 = (a0 & b1) ^ (a1 & b0);
	assign c = (a0 & b1) & (a1 & b0);
	assign s2 = c ^ (a1 & b1);
	assign s3 = c & (a1 & b1);
endmodule
module Vedic_mul_4x4(
	input logic [3:0] a, b,
	output logic [7:0] out
	);
	wire w1, w2, x0, x1, x2, x3, y0, y1, y2, y3, y4, p0, p1, p2, p3, ca1, w3, w4, ca2, q0, q1, q2, q3;
	Vedic_mul_2x2 T0(a[0], a[1], b[0], b[1], out[0], out[1], w1, w2);
	Vedic_mul_2x2 T1(a[0], a[1], b[2], b[3], x0, x1, x2, x3);
	Vedic_mul_2x2 T2(a[2], a[3], b[0], b[1], y0, y1, y2, y3);
	Vedic_mul_2x2 T3(a[2], a[3], b[2], b[3], q0, q1, q2, q3);
	adder_4bit A0({x3, x2, x1, x0}, {y3, y2, y1, y0}, {p3, p2, p1, p0}, ca1);
	adder_4bit A1({2'b00, w2, w1}, {p3, p2, p1, p0}, {w4, w3, out[3], out[2]}, ca2);
	adder_4bit A2({q3, q2, q1, q0}, {ca1, 1'b0, w4, w3}, out[7:4], ca3);
endmodule
module Vedic_mul_8x8(
	input logic [7:0] a, b,
	output logic [15:0] out
	);
	wire [7:0] temp1;
	wire [7:0] temp2;
	wire [7:0] temp3;
	wire [9:0] temp4;
	wire [9:0] temp5;
	wire [7:0] temp6;
	wire [7:0] temp7;
	Vedic_mul_4x4 F0(a[3:0], b[3:0], temp1);
	assign out[3:0] = temp1[3:0];
	Vedic_mul_4x4 F1(a[7:4], b[3:0], temp2);
	Vedic_mul_4x4 F2(a[3:0], b[7:4], temp3);
	adder_Nbit #('d10) B0({2'b00, temp2}, {2'b00, temp3}, temp4);
	adder_Nbit #('d10) B1(temp4, {6'b000000, temp1[7:4]}, temp5);
	assign out[7:4] = temp5[3:0];
	Vedic_mul_4x4 F3(a[7:4], b[7:4], temp6);
	adder_Nbit #('d8) B2(temp6, {2'b00, temp5[9:4]}, temp7);
	assign out[15:8] = temp7;
endmodule
`timescale 1ns / 1ps
module adder_4bit(
	input logic [3:0] a, b,
	output logic [3:0] s,
	output logic c
	);
	logic [3:0] carry;
	full_adder FA0(a[0], b[0], 1'b0, s[0], carry[0]);
	full_adder FA1(a[1], b[1], carry[0], s[1], carry[1]);
	full_adder FA2(a[2], b[2], carry[1], s[2], carry[2]);
	full_adder FA3(a[3], b[3], carry[2], s[3], carry[3]);
	assign c = carry[3];
endmodule
`timescale 1ns / 1ps
module adder_Nbit #(parameter N = 4)(
	input logic [N-1:0] a, b,
	output logic [N-1:0] s
	);
	logic [N:0] carry;
	assign carry[0] = 0;
	generate
	genvar i;
	for (i = 0; i < N; i = i + 1) begin: for_loop
		full_adder FA(a[i], b[i], carry[i], s[i], carry[i+1]);
	end: for_loop
	endgenerate
endmodule
module full_adder(
	input logic ain, bin, cin,
	output logic sum, cout
	);
	assign sum = ain ^ bin ^ cin;
	assign cout = (ain & bin) | (ain & cin) | (bin & cin);
endmodule 
[design/flow/run.sh]
#!/bin/bash
# OpenROAD 26Q1-2900-gdf79404cd8, Yosys 0.63+post, stock flow scripts
make -C /OpenROAD-flow-scripts/flow DESIGN_CONFIG=/design/flow/config.mk WORK_HOME=/design/flow/orfs finish
==> impl_metrics.py <==
# Generated from Yosys and OpenROAD reports
metrics = {
    "run_status": {
        "status": "completed",
    },
    "cells_and_area": {
        "syn2layout_area_growth_pct": 28.9,
        "drive_gt1_share_pct": 25.1,
        "flop_area_sq_um": 0,
        "flop-count": 0,
        "nClkBuffers": 0,
        "fillers": 709,
    },
    "power": {
        "p_leak_nw": 1.45,
        "peakVddDrop_mv": 0.0609,
        "pwr-share-clk_pct": 0,
        "pwr-share-comb_pct": 100.0,
        "p_sw_mw": 0.141,
        "internal-power_mw": 0.236,
        "sequentialPowerShare_pct": 0,
        "switching_share_pct": 37.4,
        "total_power_mw": 0.376,
        "p_per_area_nw_per_um2": 127,
    },
    "setup_path": {
        "crit_family": "adder cells",
        "cp.depth": 26,
        "crit_start": "a[1]",
        "required_ns": 8.16,
        "max_stage_delay_ns": 0.51,
        "cp.arrival_ns": 7.98,
        "critPathMaxFanout": 4,
        "worstSetupStartpointType": "primary input",
        "endpoint_kind": "output port",
        "crit_type": "primary input to output port",
        "path_common_cell": "fa_2",
        "crit_buf_inv": 6,
        "cpMaxStageDelayCell": "fa_1",
        "crit_end": "out[15]",
    },
    "clock_network": {
        "ctsHoldBuffers": 0,
    },
    "drt": {
        "wl_per_cell_microns": 11.0,
        "diodes": 0,
        "drc": 0,
        "drt_iter0_markers": 17,
        "ant_nets": 0,
        "routed_wirelength_microns": 4100,
        "dr.pass1.iters": 3,
        "via_per_inst": 4.07,
        "dr_total_vias": 1523,
    },
    "sta": {
        "period_needed_ns": 10.02,
        "fin_crit_sh_pct": 98.2,
        "max-slew-margin-rel_pct": 82.6,
        "hold_viol_final": 0,
        "drv_slew": 0,
        "fmaxAchievable_ghz": 0.0998,
        "setup_violations": 0,
        "whs_ns": 4.72,
        "tightestPinTransition_ns": 0.261,
    },
    "run": {
        "warnings": 33,
        "drv_cap": 0,
    },
    "yosys": {
        "synthTopCellsByArea": "ha_1, fa_1, and2_1, inv_1, buf_4",
        "yosysWarnings": 1,
        "synth_cell_types": 7,
        "avgSynthCellArea_sq_um": 9.49,
        "ys_cells": 242,
        "common_cells": "and2_1, ha_1, inv_1, fa_1, buf_4",
        "synth_top_area_share_pct": 33.2,
        "synth_seq_share_pct": 0,
        "yosysChipArea_sq_um": 2300,
        "netlist_area_sq_um": 2300,
        "synth_area_leader_cell": "ha_1",
        "yosys.cell_count.top_type": "and2_1",
        "synthCells": 242,
    },
    "grt": {
        "grt_pass1_vias": 1670,
        "grt_pass1_wl_microns": 7520,
        "grt_usage_pct": 12.6,
        "grt_antenna_before_repair": 0,
        "grt_max_degree": 9,
        "overflow": 0,
    },
    "die": {
        "die_area_sq_um": 8010,
        "rows": 31,
        "initial_core_util_pct": 31.3,
        "io_pins": 32,
        "coreArea_sq_um": 7330,
        "die_y_microns": 89.5,
        "die_w_microns": 89.5,
    },
    "placement": {
        "hpwl_microns": 3670,
        "globalplace.congestion": 0.848,
        "port_buffers": 32,
    },
    "worst_hold_path": {
        "holdCritPathClass": "primary input to output port",
    },
}
cell families (layout without fill, tap and decap cells):
group         Yosys count  count (layout)  synth area share, %
fa+ha+maj              96              96                 63.7
simple gates           64              64                 17.4
buf+inv                69             102                 13.9
xor+xnor               13              13                 4.96
area by class of cell:
class / instances / area, sq um / area share [%]
inverters: 53 / 199 / 6.72
multi-input cells: 173 / 2180 / 73.7
repair buffers: 49 / 455 / 15.4
well taps: 99 / 124 / 4.18
per-layer routing:
| layer | vias up | global-route usage, % | share of wire, % |
|---|---|---|---|
| li1 | 784 | - | - |
| met4 | 0 | 0 | 0 |
| met5 | - | 0 | 0 |
| met1 | 713 | 19.3 | 52 |
| met3 | 0 | 2.06 | 4.5 |
| met2 | 26 | 20.5 | 44 |
timing repair:
item / 4_1_cts / 5_1_grt
gates resized: 84 / 13
cloned: 0 / 0
setup endpoints to repair: 5 / 4
pin swaps: 30 / 13
buffers inserted: 0 / 0
worst min-delay path, cell delays in order:
cell and delay [ns]:
buf_6 0.11, and2_1 0.14, clkdlybuf4s50_1 0.39
cells in the final DEF, fill, tap and decap left out:
master / netlist / final
xnor2_2: 0 / 1
buf_4: 16 / 16
buf_8: 0 / 1
xnor2_1: 11 / 10
and2_1: 64 / 60
buf_6: 0 / 7
dlymetal6s2s_1: 0 / 2
inv_2: 0 / 7
ha_1: 61 / 46
and2_4: 0 / 4
inv_1: 53 / 46
fa_1: 35 / 19
buf_2: 0 / 2
clkdlybuf4s50_1: 0 / 18
dlygate4sd2_1: 0 / 3
ha_2: 0 / 4
fa_2: 0 / 16
ha_4: 0 / 11
xor2_1: 2 / 2
power groups by stage:
stage / Combinational, mW / Sequential (mW) / Clock, mW
4_1_cts: 0.382 / 0 / 0
5_1_grt: 0.445 / 0 / 0
6_report: 0.376 / 0 / 0
how the worst min path moves through the flow:
stage	startpoint	to	cells after the start
after CTS	a[0]	out[0]	3
after global routing	a[0]	out[0]	3
final	a[0]	out[0]	3
stage by stage:
stage	instances	TNS [ns]	area (sq um)	util (%)	worst slack (ns)
finish	374	0	2960	40.4	0.185
CTS	374	-0.0939	2920	39.8	-0.0939
global route	374	-0.00354	2960	40.4	-0.00354
detailed placement	374	-3.41	2760	37.6	-1.09
global placement	374	-3.34	2760	37.6	-1.09
floorplan	242	0	2300	-	0.0317
Power figures rest on the tool's default switching activity, not on a simulated workload.
