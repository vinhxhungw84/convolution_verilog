`flow/run.sh`:
```
#!/bin/bash
# OpenROAD 26Q1-2900-gdf79404cd8, Yosys 0.63+post, stock flow scripts
make -C /OpenROAD-flow-scripts/flow DESIGN_CONFIG=/design/flow/config.mk WORK_HOME=/design/flow/orfs finish
```
`flow/config.mk`:
```
export PLATFORM = sky130hd
export DESIGN_NAME = convolver
export DESIGN_NICKNAME = convolver
export VERILOG_FILES = /design/flow/design.v
export SDC_FILE = /design/flow/constraint.sdc
export NUM_CORES = 4
export LEC_CHECK = 1
export CORE_UTILIZATION = 40
```
`flow/constraint.sdc`:
```
current_design convolver

set clk_period 11.3
set clk_io_pct 0.2

create_clock -name clk0 -period $clk_period [get_ports {clk}]

set non_clock_inputs [all_inputs -no_clocks]
set_input_delay [expr $clk_period * $clk_io_pct] -clock clk0 $non_clock_inputs
set_output_delay [expr $clk_period * $clk_io_pct] -clock clk0 [all_outputs]
```
`flow/design.v`:
```
`timescale 1ns / 1ps
module convolver #(
	parameter n = 8'h0a,	 
	parameter k = 8'h03,  
	parameter s = 1,  
	parameter BL = 16,  
	parameter Q = 12  
	)(
	input logic clk,
	input logic rst,
	input logic ce,
	input logic [BL-1:0] activation,
	input logic [(k*k)*BL-1:0] weight1,
	output logic [31:0] conv_op,
	output logic valid_conv,
	output logic end_conv
	);
	logic [31:0] count1;  
	logic [31:0] count2;  
	logic [31:0] count3;  
	logic [31:0] row_count;  
	logic en1, en2, en3;  
	logic [BL-1:0] weight [0:k*k-1];
	generate
		genvar j;
		for (j = 0; j < k*k; j = j + 1) begin : for_loop
			assign weight[j][BL-1:0] = weight1[BL*j +: BL];
		end : for_loop
	endgenerate
	logic [BL*2-1:0] tmp [k*k+1:0];
	assign tmp[0] = 32'h00000000;
	generate
	genvar i;
	for (i = 0; i < k*k; i = i + 1) begin : for_loop1
		if ((i+1) % k == 0) begin 					 
			if (i == k*k - 1) begin 				 
				mac #(.N(BL), .Q(Q)) MAC0(
					.clk(clk),
					.sclr(rst),
					.ce(ce),
					.a_i(activation),
					.b_i(weight[i]),
					.c_i(tmp[i]),
					.r_o(conv_op)
				);
			end
			else begin
				logic [BL*2-1:0] tmp2;
				mac #(.N(BL), .Q(Q)) MAC1(
					.clk(clk),
					.sclr(rst),
					.ce(ce),
					.a_i(activation),
					.b_i(weight[i]),
					.c_i(tmp[i]),
					.r_o(tmp2)
				);
				variable_shift_register #(.WIDTH(BL*2), .SIZE(n-k)) SR(
					.clk(clk),
					.rst(rst),
					.ce(ce),
					.data_i(tmp2),
					.data_o(tmp[i+1])
					);
			end
		end
		else begin
			mac #(.N(BL), .Q(Q)) MAC2(
					.clk(clk),
					.sclr(rst),
					.ce(ce),
					.a_i(activation),
					.b_i(weight[i]),
					.c_i(tmp[i]),
					.r_o(tmp[i+1])
				);
		end
	end : for_loop1
	endgenerate
	always_ff @(posedge clk) begin
		if (rst) begin
			count1 <= 0;
			count2 <= 0;
			count3 <= 0;
			row_count <= 0;
			en1 <= 0;
			en2 <= 1;
			en3 <= 0;
		end
		if (ce) begin
			if (count1 == (k-1)*n + k - 1) begin  
				count1 <= count1 + 1'b1;
				en1 <= 1'b1;
			end
			else count1 <= count1 + 1'b1;
		end
		if (en1 && en2) begin
			if (count2 == n - k) begin
				count2 <= 0;
				en2 <= 0;
				row_count <= row_count + 1'b1;
			end
			else count2 <= count2 + 1'b1;
		end
		if(~en2) begin
			if(count3 == k-2) begin
				count3<=0;
				en2 <= 1'b1;
			end
		else
			count3 <= count3 + 1'b1;
		end
		if((((count2 + 1) % s == 0) && (row_count % s == 0))
			||(count3 == k-2)&&(row_count % s == 0)
			||(count1 == (k-1)*n+k-1))
		begin                                                                                                                        
			en3 <= 1;                                                                                                                             
		end
		else 
			en3 <= 0;
	end
	assign end_conv = (count1>= n*n+2) ? 1'b1 : 1'b0;
	assign valid_conv = (en1&&en2&&en3);
endmodule
module mac #(
	parameter N = 16,  
	parameter Q = 12  
	)(
	input logic clk, sclr, ce,
	input logic [N-1:0] a_i, b_i, 
	input logic [N*2-1:0] c_i,
	output logic [N*2-1:0] r_o
	);
	always_ff @(posedge clk or posedge sclr) begin
		if (sclr) r_o <= 'd0;
		else if (ce) begin
				r_o <= (a_i * b_i + c_i);  
			end
	end
endmodule
module variable_shift_register #(parameter WIDTH = 8, parameter SIZE = 3)(
	input logic clk, rst, ce,
	input logic [WIDTH-1:0] data_i,
	output logic [WIDTH-1:0] data_o
	);
	logic [WIDTH-1:0] sh_r [SIZE-1:0];  
	generate 
	genvar i;
	for (i = 0; i < SIZE; i = i + 1) begin : for_loop
		always_ff @(posedge clk or posedge rst) begin
			if (rst) sh_r[i] <= 'd0; 
			else begin
				if (ce) begin
					if (i == 'd0) sh_r[i] <= data_i;
					else sh_r[i] <= sh_r[i - 1];
				end
			end
		end
	end : for_loop
	endgenerate
	assign data_o = sh_r[SIZE - 1];
endmodule
```
==> results_slide.txt <==
Flow Results at a Glance

STA
  – Fin crit share: 0.782
  – Tightest hold margin: 454 ps
  – Final Slew Violations: 0
  – Final setup skew: 79.7 ps
  – Worst-Margin Slew: around 930 ps
  – # setup viols final: 0
  – Slew HR: 0.377
  – Hold Vio Cnt, Final: 0
  – Max Freq: between 100 and 150 MHz
  – Final worst slack: 2470 ps
  – Final Critical Period: approximately 9000 ps
  – RSZ-0062 raised after global routing: false

Route
  – Remaining antenna violation count after routing: 0
  – DRC viols: 0
  – WL per Instance: ~18 um
  – Vias: 78837
  – DR vias/cell: 4.93
  – DR iter-0 viols: ~3400
  – DRT Wirelength: a little under 300000 um
  – First drt pass iteration count: 5

Synthesis
  – Yosys Chip Area: between 0.1 and 0.15 mm^2
  – # Cells Yosys: between 10000 and 15000
  – Mapped Area: 0.116 mm^2
  – Dominant cell area share: 0.344
  – Ys Warns: 8
  – Sequential fraction of the synthesis area: 0.184
  – Synth Area per Inst: approximately 9.5 um^2
  – Ys flops: 834
  – Commonest flop: dfrtp_1
  – Post-synth EDFFs: 96
  – Cell area leaders: fa_1 (34%), dfrtp_1 (16%), ha_1 (9.7%)
  – Cell type with the largest total area: fa_1
  – Post-Synthesis Cells: roughly 12000
  – Distinct lib cells used: 90
  – Synth async-reset ratio: 0.882

Placement
  – Post-place setup slack: around 1800 ps
  – HPWL Detailed: 220000 um
  – DP Cell Count: roughly 16000
  – PortBufs: 196
  – GPL Wtd Cong: 0.932

GRT
  – Initial antenna violation count: 55
  – Global-route wire length before repair: around 470000 um
  – Congestion Overflow GR: 0
  – Gr usage total: 0.221
  – Pin count of the biggest net entering global routing: 146
  – Vias in the first global route: 83337

Flow run
  – MaxCap Viol Count: 0
  – Tool warning count: about 40

Die
  – Die Ht: 541 um
  – Die Area: 0.292 mm^2
  – Die width: 541 um
  – Core area: roughly 0.29 mm^2
  – I/O pin cnt: 197
  – Fp util: 0.403
  – Placement Rows: 197

Setup path
  – Crit path DAT: between 9000 and 10000 ps
  – CP Launch Type: input pin
  – CP Data Required Time: 11900 ps
  – Crit-path max FO: 50
  – Crit end category: flop
  – Setup CP Type: input pin to flop

Clocking
  – Post-CTS Setup Bufs: 0
  – Post-cts resize count: 0
  – CTS tree: yes
  – Clock root buffer: clkbuf_16
  – Num CTS Buffers: 95
  – Clock buffer depth: 3
  – CTS Sinks: 834
  – H-tree depth: 3
  – Clock Latency Late Sink: ~750 ps
  – CTS clock-pin slew for the worst setup and hold paths: about 60 ps
  – CTS Hold Bufs: 0

Finish
  – Top Layout Cells: inv_1 (2972), fa_1 (1994), nand2_1 (1512), and2_1 (1108), ha_1 (901)
  – Area delta synth->final: 7.92%
  – Commonest Layout Cell: inv_1
  – Layout cells sized above 1: 0.0709
  – Final Core Density: 0.434
  – Fin cells: 15984

Hold path
  – Hold WC Path Type: flop to flop

Outcome
  – Outcome: completed
## cells in the mapped netlist (9+ instances only)
| library cell | n |
|---|---|
| inv_1 | 2974 |
| fa_1 | 1994 |
| nand2_1 | 1512 |
| and2_1 | 1108 |
| ha_1 | 901 |
| dfrtp_1 | 736 |
| mux2_2 | 531 |
| clkbuf_1 | 521 |
| a21oi_1 | 236 |
| o21ai_0 | 236 |
| nor2_1 | 228 |
| xnor2_1 | 172 |
| a21o_1 | 142 |
| xor2_1 | 108 |
| nand3_1 | 101 |
| edfxtp_1 | 96 |
| and3_1 | 52 |
| nor3_1 | 48 |
| nand4_1 | 40 |
| o21a_1 | 34 |
| or3_1 | 33 |
| nand2b_1 | 30 |
| o21bai_1 | 27 |
| a31oi_1 | 26 |
| mux2i_1 | 26 |
| nor4_1 | 24 |
| a211oi_1 | 23 |
| o211ai_1 | 23 |
| o31ai_1 | 21 |
| nor2b_1 | 20 |
| a21boi_0 | 17 |
| buf_1 | 16 |
| and4_1 | 10 |
| nand3b_1 | 9 |
| o2111ai_1 | 9 |
## final timing paths
kind	from	to	slack, ps	cells past startpoint
setup / recovery	activation[5]	for_loop1[7].genblk1.MAC2.r_o[25]	2470	23
hold / removal	for_loop1[5].genblk1.genblk1.SR.sh_r[5][26]	for_loop1[5].genblk1.genblk1.SR.sh_r[6][26]	450	2
setup reg to reg	for_loop1[1].genblk1.MAC2.r_o[9]	for_loop1[2].genblk1.genblk1.MAC1.r_o[30]	5830	18
hold reg to reg	for_loop1[5].genblk1.genblk1.SR.sh_r[5][26]	for_loop1[5].genblk1.genblk1.SR.sh_r[6][26]	450	2
max in group asynchronous	rst	for_loop1[5].genblk1.genblk1.MAC1.r_o[4]	6760	6
min in group asynchronous	rst	for_loop1[2].genblk1.genblk1.SR.sh_r[5][23]	2150	3
## metrics by stage
step           area, um^2  TNS (ps)
2_1_floorplan      116000  -1403560
3_3_place_gp       122000         0
3_5_place_dp       122000         0
4_1_cts            125000         0
5_1_grt            125000         0
6_report           125000         0
## state kept, by name (all words and copies together), names as in the netlist
| name | cells |
|---|---|
| for_loop1.genblk1.genblk1.SR.sh_r | 448 |
| for_loop1.genblk1.MAC2.r_o | 192 |
| for_loop1.genblk1.genblk1.MAC1.r_o | 64 |
| count1 | 32 |
| count2 | 32 |
| count3 | 32 |
| for_loop1.genblk1.genblk1.MAC0.r_o | 32 |
| en1 | 1 |
| en2 | 1 |
## layer usage
| metal | routed length (um) | vias up | global-route usage |
|---|---|---|---|
| li1 | - | 36456 | - |
| met1 | 121000 | 39607 | 0.315 |
| met2 | 132000 | 2353 | 0.326 |
| met3 | 29400 | 385 | 0.0918 |
| met4 | 7770 | 36 | 0.0509 |
| met5 | 202 | - | 0.000329 |
## cells by family (layout without fill, tap and decap cells)
kind of cell / Yosys count / count (layout) / share of synthesized area
fa+ha+maj: 2895 / 2895 / 0.441
compound gates: 904 / 904 / 0.0500
buf+inv: 3514 / 3465 / 0.114
simple gates: 3244 / 3244 / 0.136
mux: 558 / 558 / 0.0539
other cells: 0 / 23 / 0
flops: 834 / 834 / 0.184
xor+xnor: 280 / 280 / 0.0211
## area by class of cell
class | count | area [um^2]
timing repair buffer | 317 | 3100
fill | 27694 | 163000
clock buffer | 124 | 2710
multi-input combinational | 7881 | 81500
inverter | 2974 | 11200
tap | 3781 | 4730
sequential | 834 | 21300
antenna | 23 | 57.6
clock inverter | 50 | 628
## critical path, cell delays in order
cell       delay (ps)
buf_6             470
buf_4             540
buf_4             380
and2_1            190
fa_1              410
inv_1              70
fa_1              430
fa_1              500
fa_1              540
inv_1              50
fa_1              470
inv_1              50
fa_1              490
inv_1              50
ha_1              370
nand4_1           170
a21oi_1           160
a211oi_1           80
a2111oi_0         740
nor3_1            270
o21ai_0           260
xnor2_1            90
mux2_2            260
